==> flow/run.sh <==
#!/bin/bash
# OpenROAD 26Q1-2900-gdf79404cd8, Yosys 0.63+post, stock flow scripts
make -C /OpenROAD-flow-scripts/flow DESIGN_CONFIG=/design/flow/config.mk WORK_HOME=/design/flow/orfs finish
==> flow/config.mk <==
export PLATFORM = sky130hd
export DESIGN_NAME = alarmclock_top
export DESIGN_NICKNAME = alarmclock_top
export VERILOG_FILES = /design/flow/design.v
export SDC_FILE = /design/flow/constraint.sdc
export NUM_CORES = 4
export LEC_CHECK = 1
export CORE_UTILIZATION = 30
==> flow/constraint.sdc <==
current_design alarmclock_top

set clk_period 5.4
set clk_io_pct 0.2

create_clock -name clk0 -period $clk_period [get_ports {clock}]

set non_clock_inputs [all_inputs -no_clocks]
set_input_delay [expr $clk_period * $clk_io_pct] -clock clk0 $non_clock_inputs
set_output_delay [expr $clk_period * $clk_io_pct] -clock clk0 [all_outputs]
==> flow/design.v <==
module alarm_controller_fsm (one_second,
                             clock,
                             reset,
                             alarm_button,
                             time_button,
                             key,
                             load_new_c,
                             show_new_time,
                             show_a,
                             load_new_a,
                             reset_count,
                             shift);
    input one_second, clock, reset, alarm_button, time_button;
    input [3:0]key;
    output load_new_c, load_new_a, show_new_time, show_a, reset_count,shift;
    reg [2:0]present_state, next_state;
    wire time_out;
    reg [3:0]count1, count2;  
    parameter SHOW_TIME         = 3'b000;
    parameter KEY_ENTRY         = 3'b001;
    parameter KEY_STORED        = 3'b010; 
    parameter SHOW_ALARM        = 3'b011;
    parameter SET_ALARM_TIME    = 3'b100;
    parameter SET_CURRENT_TIME  = 3'b101;
    parameter KEY_WAITED        = 3'b110;
    parameter NOT_PRESSED    = 10;
    always @(posedge clock or posedge reset)
        begin
            if (reset)
                count1 <= 4'd0;
            else if (!(present_state == KEY_STORED)) 
                count1 <= 4'd0;
            else if (count1 == 4'd9)
                count1 <= 4'd0;
            else if (one_second)
                count1 = count1 + 1'b1;
        end
    always @(posedge clock or posedge reset)
    begin
        if (reset)
            count2 <= 4'd0;
        else if (!(present_state == KEY_WAITED)) 
            count2 <= 4'd0;
        else if (count2 == 4'd9)
            count2 <= 4'd0;
        else if (one_second)
            count2 = count2 + 1'b1;
    end
    assign time_out = ((count1 == 9)||(count2 == 9)) ? 0 : 1;
    always @(posedge clock or posedge reset)
        begin
            if (reset)
                present_state <=  SHOW_TIME;
            else 
                present_state <= next_state;
        end
    always @(present_state or alarm_button or key or time_out or time_button)
        begin
            case (present_state)
                SHOW_TIME : 
                    begin
                        if (alarm_button)
                            next_state = SHOW_ALARM;
                        else if (key != NOT_PRESSED)
                            next_state = KEY_STORED;
                        else
                            next_state = SHOW_TIME;
                    end
                KEY_STORED : next_state = KEY_WAITED;
                KEY_WAITED:
                    begin
                        if (key == NOT_PRESSED)
                            next_state = KEY_ENTRY;
                        else if (time_out == 0)
                            next_state = SHOW_TIME;
                        else 
                            next_state = KEY_WAITED; 
                    end
                KEY_ENTRY:
                    begin
                        if (alarm_button)
                            next_state = SET_ALARM_TIME;
                        else if (time_button)
                            next_state = SET_CURRENT_TIME;
                        else if (time_out == 0)
                            next_state = SHOW_TIME;
                        else if (key != NOT_PRESSED)
                            next_state = KEY_STORED;
                        else 
                            next_state = KEY_ENTRY;
                    end
                SET_ALARM_TIME: next_state = SHOW_TIME;
                SET_CURRENT_TIME: next_state = SHOW_TIME;
                SHOW_ALARM:
                    begin
                        if (!alarm_button)
                            next_state = SHOW_TIME;
                        else
                            next_state = SHOW_ALARM; 
                    end
                default: next_state = SHOW_TIME;
            endcase
        end
        assign show_new_time = ((present_state == KEY_STORED)|| 
                                ( present_state == KEY_ENTRY)||
                                (present_state == KEY_WAITED)) ? 1 : 0;
        assign show_a = (present_state == SHOW_ALARM) ? 1 : 0;
        assign load_new_a = (present_state == SET_ALARM_TIME) ? 1 : 0;
        assign load_new_c = (present_state == SET_CURRENT_TIME) ? 1 : 0;
        assign reset_count = (present_state == SET_CURRENT_TIME) ? 1 : 0;
        assign shift = (present_state == KEY_STORED) ? 1 : 0; 
endmodule
module alarm_register (clock,
                       reset,
                       load_new_a,
                       new_alarm_time_ms_hr,
                       new_alarm_time_ls_hr,
                       new_alarm_time_ms_min,
                       new_alarm_time_ls_min,
                       alarm_time_ms_hr,
                       alarm_time_ls_hr,
                       alarm_time_ms_min,
                       alarm_time_ls_min);
    input clock, reset, load_new_a;
    input [3:0] new_alarm_time_ms_hr,
                new_alarm_time_ls_hr,
                new_alarm_time_ms_min,
                new_alarm_time_ls_min;
    output reg [3:0] alarm_time_ms_hr,
                     alarm_time_ls_hr,
                     alarm_time_ms_min,
                     alarm_time_ls_min;
    always @(posedge clock or posedge reset)
        begin
            if (reset)
                begin
                    alarm_time_ms_hr  <= 4'd0;
                    alarm_time_ls_hr  <= 4'd0;
                    alarm_time_ms_min <= 4'd0;
                    alarm_time_ls_min <= 4'd0;
                end 
            else if (load_new_a)
                begin
                    alarm_time_ms_hr  <= new_alarm_time_ms_hr;
                    alarm_time_ls_hr  <= new_alarm_time_ls_hr;
                    alarm_time_ms_min <= new_alarm_time_ms_min;
                    alarm_time_ls_min <= new_alarm_time_ls_min;
                end
            else 
                begin
                    alarm_time_ms_hr  <= alarm_time_ms_hr;
                    alarm_time_ls_hr  <= alarm_time_ls_hr;
                    alarm_time_ms_min <= alarm_time_ms_min;
                    alarm_time_ls_min <= alarm_time_ls_min;
                end
        end
endmodule
module alarmclock_top (reset,
                       clock,
                       fast_watch,
                       alarm_button,
                       time_button,
                       key,
                       alarm_sound,
                       ms_hour,
                       ls_hour,
                       ms_min,
                       ls_min);
    input clock,
          reset,
          fast_watch,
          alarm_button,
          time_button;
    input [3:0] key;
    output [7:0] ms_hour,
                 ls_hour,
                 ms_min,
                 ls_min;
    output alarm_sound;
    wire one_second,
         one_minute,
         reset_count;
    wire load_new_c,
         show_new_time,
         show_a,
         load_new_a,
         shift;
    wire [3:0] key_buffer_ms_hr,
               key_buffer_ls_hr,
               key_buffer_ms_min,
               key_buffer_ls_min;
    wire [3:0] current_time_ms_hr,
               current_time_ls_hr,
               current_time_ms_min,
               current_time_ls_min;
    wire [3:0] alarm_time_ms_hr,
               alarm_time_ls_hr,
               alarm_time_ms_min,
               alarm_time_ls_min;
     timing_gen TIMING_GENERATOR (.reset(reset),
                                 .reset_count(reset_count),
                                 .clock(clock),
                                 .fast_watch(fast_watch),
                                 .one_second(one_second),
                                 .one_minute(one_minute));
    alarm_controller_fsm ALARM_CONTROLLER (.one_second(one_second),
                                            .clock(clock),
                                            .reset(reset),
                                            .alarm_button(alarm_button),
                                            .time_button(time_button),
                                            .key(key),
                                            .load_new_c(load_new_c),
                                            .show_new_time(show_new_time),
                                            .show_a(show_a),
                                            .load_new_a(load_new_a),
                                            .reset_count(reset_count),
                                            .shift(shift));
    key_reg KEY_REGISTER (.shift(shift),
                         .key(key),
                         .clock(clock),
                         .reset(reset),
                         .key_buffer_ms_hr(key_buffer_ms_hr),
                         .key_buffer_ms_min(key_buffer_ms_min),
                         .key_buffer_ls_hr(key_buffer_ls_hr),
                         .key_buffer_ls_min(key_buffer_ls_min));
    counter COUNTER (.one_minute(one_minute),
                     .new_current_time_ms_hr(key_buffer_ms_hr),
                     .new_current_time_ms_min(key_buffer_ms_min),
                     .new_current_time_ls_hr(key_buffer_ls_hr),
                     .new_current_time_ls_min(key_buffer_ls_min),
                     .load_new_c(load_new_c),
                     .clock(clock),
                     .reset(reset),
                     .current_time_ms_hr(current_time_ms_hr),
                     .current_time_ms_min(current_time_ms_min),
                     .current_time_ls_hr(current_time_ls_hr),
                     .current_time_ls_min(current_time_ls_min));
    alarm_register ALARM_REGISTER (.clock(clock),
                                   .reset(reset),
                                   .load_new_a(load_new_a),
                                   .new_alarm_time_ms_hr(key_buffer_ms_hr),
                                   .new_alarm_time_ls_hr(key_buffer_ls_hr),
                                   .new_alarm_time_ms_min(key_buffer_ms_min),
                                   .new_alarm_time_ls_min(key_buffer_ls_min),
                                   .alarm_time_ms_hr(alarm_time_ms_hr),
                                   .alarm_time_ls_hr(alarm_time_ls_hr),
                                   .alarm_time_ms_min(alarm_time_ms_min),
                                   .alarm_time_ls_min(alarm_time_ls_min));
    display_driver DISPLAY (.current_time_ms_hr(current_time_ms_hr),
                            .current_time_ls_hr(current_time_ls_hr),
                            .current_time_ms_min(current_time_ms_min),
                            .current_time_ls_min(current_time_ls_min),
                            .alarm_time_ms_hr(alarm_time_ms_hr),
                            .alarm_time_ls_hr(alarm_time_ls_hr),
                            .alarm_time_ms_min(alarm_time_ms_min),
                            .alarm_time_ls_min(alarm_time_ls_min),
                            .show_new_time(show_new_time),
                            .show_a(show_a),
                            .key_buffer_ms_hr(key_buffer_ms_hr),
                            .key_buffer_ls_hr(key_buffer_ls_hr),
                            .key_buffer_ms_min(key_buffer_ms_min),
                            .key_buffer_ls_min(key_buffer_ls_min),
                            .sound_alarm(alarm_sound),
                            .display_time_ms_hr(ms_hour),
                            .display_time_ls_hr(ls_hour),
                            .display_time_ms_min(ms_min),
                            .display_time_ls_min(ls_min));
endmodule
module counter (one_minute,
                new_current_time_ms_hr,
                new_current_time_ms_min,
                new_current_time_ls_hr,
                new_current_time_ls_min,
                load_new_c,
                clock,
                reset,
                current_time_ms_hr,
                current_time_ms_min,
                current_time_ls_hr,
                current_time_ls_min);
    input clock, reset;
    input load_new_c;
    input [3:0] new_current_time_ms_hr,
                new_current_time_ms_min,
                new_current_time_ls_hr,
                new_current_time_ls_min;
    input one_minute;
    output reg [3:0] current_time_ms_hr,
                     current_time_ms_min,
                     current_time_ls_hr,
                     current_time_ls_min;
    always @(posedge clock or posedge reset)
        begin
            if (reset)
                begin
                    current_time_ms_hr <= 4'd0;
                    current_time_ls_hr <= 4'd0;
                    current_time_ms_min <= 4'd0;
                    current_time_ls_min <= 4'd0;
                end
            else if(load_new_c)
                begin
                     current_time_ms_hr <= new_current_time_ms_hr;
                     current_time_ls_hr <= new_current_time_ls_hr;
                     current_time_ms_min <= new_current_time_ms_min;
                     current_time_ls_min <= new_current_time_ls_min;
                end
            else if(one_minute == 1)
                begin
                    if (current_time_ms_hr == 4'd2 && current_time_ls_hr == 4'd3 &&
                        current_time_ms_min == 4'd5 && current_time_ls_min == 4'd9)
                        begin
                            current_time_ms_hr <= 4'd0;
                            current_time_ls_hr <= 4'd0;
                            current_time_ms_min <= 4'd0;
                            current_time_ls_min <= 4'd0;
                        end
                    else if (current_time_ls_hr == 4'd9 && current_time_ms_min == 4'd5
                             && current_time_ls_min == 4'd9)
                        begin
                            current_time_ms_hr <= current_time_ls_hr + 1'd1;
                            current_time_ls_hr <= 4'd0;
                            current_time_ms_min <= 4'd0;
                            current_time_ls_min <= 4'd0;
                        end
                    else if (current_time_ms_min == 4'd5 && current_time_ls_min == 4'd9)
                        begin
                            current_time_ls_hr <= current_time_ls_hr + 1'd1;
                            current_time_ms_min <= 4'd0;
                            current_time_ls_min <= 4'd0;
                        end
                    else if (current_time_ls_min == 4'd9)
                        begin
                            current_time_ms_min <= current_time_ms_min + 1'd1;
                            current_time_ls_min <= 4'd0;
                        end
                     else
                        begin
                            current_time_ls_min <= current_time_ls_min + 1'd1;
                        end
                end
        end
endmodule
module display_driver (current_time_ms_hr,
                       current_time_ls_hr,
                       current_time_ms_min,
                       current_time_ls_min,
                       alarm_time_ms_hr,
                       alarm_time_ls_hr,
                       alarm_time_ms_min,
                       alarm_time_ls_min,
                       show_new_time,
                       show_a,
                       key_buffer_ms_hr,
                       key_buffer_ls_hr,
                       key_buffer_ms_min,
                       key_buffer_ls_min,
                       sound_alarm,
                       display_time_ms_hr,
                       display_time_ls_hr,
                       display_time_ms_min,
                       display_time_ls_min);
    input show_new_time,show_a;
    input [3:0] current_time_ms_hr,
                current_time_ls_hr,
                current_time_ms_min,
                current_time_ls_min;
    input [3:0] alarm_time_ms_hr,
                alarm_time_ls_hr,
                alarm_time_ms_min,
                alarm_time_ls_min;
    input [3:0] key_buffer_ms_hr,
                key_buffer_ls_hr,
                key_buffer_ms_min,
                key_buffer_ls_min;
    output sound_alarm;
    output [7:0] display_time_ms_hr,
                 display_time_ls_hr,
                 display_time_ms_min,
                 display_time_ls_min;
    wire sound_alarm1, sound_alarm2, sound_alarm3, sound_alarm4;
    assign sound_alarm = (sound_alarm1 & sound_alarm2 & sound_alarm3 & sound_alarm4);
    display_driver_func MS_HR (.current_time(current_time_ms_hr),
                               .show_new_time(show_new_time),
                               .alarm_time(alarm_time_ms_hr),
                               .key_buffer_time(key_buffer_ms_hr),
                               .show_a(show_a),
                               .sound_alarm(sound_alarm1),
                               .display_time(display_time_ms_hr));
    display_driver_func LS_HR (.current_time(current_time_ls_hr),
                               .show_new_time(show_new_time),
                               .alarm_time(alarm_time_ls_hr),
                               .key_buffer_time(key_buffer_ls_hr),
                               .show_a(show_a),
                               .sound_alarm(sound_alarm2),
                               .display_time(display_time_ls_hr));
    display_driver_func MS_MIN (.current_time(current_time_ms_min),
                               .show_new_time(show_new_time),
                               .alarm_time(alarm_time_ms_min),
                               .key_buffer_time(key_buffer_ms_min),
                               .show_a(show_a),
                               .sound_alarm(sound_alarm3),
                               .display_time(display_time_ms_min));
    display_driver_func LS_MIN (.current_time(current_time_ls_min),
                               .show_new_time(show_new_time),
                               .alarm_time(alarm_time_ls_min),
                               .key_buffer_time(key_buffer_ls_min),
                               .show_a(show_a),
                               .sound_alarm(sound_alarm4),
                               .display_time(display_time_ls_min));
endmodule
module display_driver_func (current_time,
                            show_new_time,
                            alarm_time,
                            key_buffer_time,
                            show_a,
                            sound_alarm,
                            display_time);
    input show_a, show_new_time;
    input [3:0] current_time;
    input [3:0] alarm_time;
    input [3:0] key_buffer_time;
    output reg sound_alarm;
    output reg [7:0] display_time;
    reg [3:0] lcd_display;
    parameter ZERO  = 8'h30,
              ONE   = 8'h31,
              TWO   = 8'h32,
              THREE = 8'h33,
              FOUR  = 8'h34,
              FIVE  = 8'h35,
              SIX   = 8'h36,
              SEVEN = 8'h37,
              EIGHT = 8'h38,
              NINE  = 8'h39,
              ERROR = 8'h3A;
    always @(show_a or show_new_time or current_time or alarm_time or key_buffer_time)
        begin
            if (show_a)
                lcd_display = alarm_time;
            else if (show_new_time)
                lcd_display = key_buffer_time;
            else
                lcd_display = current_time;
            if (current_time == alarm_time)
                sound_alarm = 1'b1;
            else
                sound_alarm = 1'b0;
        end
    always @(lcd_display)
        begin
            case (lcd_display)
                4'd0: display_time = ZERO;
                4'd1: display_time = ONE;
                4'd2: display_time = TWO;
                4'd3: display_time = THREE;
                4'd4: display_time = FOUR;
                4'd5: display_time = FIVE;
                4'd6: display_time = SIX;
                4'd7: display_time = SEVEN;
                4'd8: display_time = EIGHT;
                4'd9: display_time = NINE;
                default: display_time = ERROR;
            endcase 
        end
endmodule
module key_reg(shift,
              key,
              clock,
              reset,
              key_buffer_ms_hr,
              key_buffer_ms_min,
              key_buffer_ls_hr,
              key_buffer_ls_min);
    input shift, clock, reset;
    input [3:0] key;  
    output reg [3:0] key_buffer_ms_hr,
                     key_buffer_ms_min,
                     key_buffer_ls_hr,
                     key_buffer_ls_min;
    always @(posedge clock or posedge reset)
        begin
            if (reset)
                begin
                    key_buffer_ms_hr  <= 0;
                    key_buffer_ls_hr  <= 0;
                    key_buffer_ms_min <= 0;
                    key_buffer_ls_min <= 0;
                end 
            else if (shift == 1)
                begin
                    key_buffer_ms_hr  <= key_buffer_ls_hr;
                    key_buffer_ls_hr  <= key_buffer_ms_min;
                    key_buffer_ms_min <= key_buffer_ls_min;
                    key_buffer_ls_min <= key;
                end
            else 
                begin
                    key_buffer_ms_hr  <= key_buffer_ms_hr;
                    key_buffer_ls_hr  <= key_buffer_ls_hr;
                    key_buffer_ms_min <= key_buffer_ms_min;
                    key_buffer_ls_min <= key;
                end
        end
endmodule
module timing_gen (reset,
                   reset_count,
                   clock,
                   fast_watch,
                   one_second,
                   one_minute);
    input reset, reset_count, clock, fast_watch;
    output reg one_second;
    output reg one_minute;
    reg [13:0]clock_count;
    reg one_minute_reg;
    always @(posedge clock or posedge reset)
        begin
            if (reset)  
                begin
                    clock_count <= 14'b0;
                    one_minute_reg <= 4'd0;
                end
            else if (reset_count)  
            begin
                clock_count <= 14'b0;
                one_minute_reg <=  4'd0;
            end
            else if (clock_count[13:0] == 14'd15259)  
            begin
                clock_count <= 14'b0;
                one_minute_reg <= 1'b1;  
            end
            else   
                begin
                    clock_count <= clock_count +1'b1;
                    one_minute_reg <= 4'd0;
                end
        end
    always @(posedge clock or posedge reset)
        begin
            if (reset)  
                begin
                    one_second <= 4'd0;
                end
            else if (reset_count)  
            begin
                one_second <=  4'd0;
            end
            else if (clock_count[13:0] == 14'd255)
                begin
                    one_second <= 1'b1;
                end
            else 
                begin
                    one_second <= 4'd0;
                end
        end
    always @(*)
        begin
            if (fast_watch)   
                one_minute = one_second;
            else  
                one_minute = one_minute_reg; 
        end
endmodule
==> report_table.html <==
<h3>Flow metrics</h3>
<table>
<tr><th>Metric</th><th>Value</th></tr>
<tr><th colspan="2">Outcome</th></tr>
<tr><td>Run status</td><td>finished clean</td></tr>
<tr><th colspan="2">Logic synthesis</th></tr>
<tr><td>Cell taking the most area after synthesis</td><td>sky130_fd_sc_hd__dfrtp_1</td></tr>
<tr><td>Leading register cell type out of synthesis</td><td>sky130_fd_sc_hd__dfrtp_1</td></tr>
<tr><td>Count of synthesis-stage warnings from yosys</td><td>6</td></tr>
<tr><td>Top area cells in the synthesized netlist</td><td>sky130_fd_sc_hd__dfrtp_1, sky130_fd_sc_hd__mux2_2, sky130_fd_sc_hd__xnor2_1</td></tr>
<tr><td>Number of instances in the synthesized netlist</td><td>450</td></tr>
<tr><td>Area figure in the yosys stat output</td><td>4570 µm²</td></tr>
<tr><td>FFs w/ async S/R, synth</td><td>100%</td></tr>
<tr><td>Number of cells in the yosys synthesis report</td><td>450</td></tr>
<tr><td>Register share after synthesis</td><td>43.3%</td></tr>
<tr><td>Post-Synthesis Cell Area</td><td>4570 µm²</td></tr>
<tr><td>Number of synthesized register bits</td><td>79</td></tr>
<tr><td>Average footprint of a synthesized cell</td><td>10.2 µm²</td></tr>
<tr><td>Distinct lib cells used</td><td>52</td></tr>
<tr><td>Top area contributor share</td><td>42.7%</td></tr>
<tr><td>Count of flip-flops with a built-in enable after synthesis</td><td>0</td></tr>
<tr><th colspan="2">Global routing</th></tr>
<tr><td>Met1 track demand over resource in global routing</td><td>20.4%</td></tr>
<tr><td>Maximum number of pins on one net before global-route repair</td><td>56</td></tr>
<tr><td>Vias in the first global route</td><td>3068</td></tr>
<tr><td>Total routing resource utilization after global routing</td><td>12.8%</td></tr>
<tr><td>Busiest grt layer</td><td>met1</td></tr>
<tr><td>Global-route congestion overflow total</td><td>0</td></tr>
<tr><td>Antenna violations before repair</td><td>0</td></tr>
<tr><td>Met3 Track Usage GR</td><td>2.09%</td></tr>
<tr><td>First-pass GRT wire length</td><td>15.9 mm</td></tr>
<tr><td>Met2 demand-to-capacity share in global routing</td><td>19.3%</td></tr>
<tr><th colspan="2">CTS</th></tr>
<tr><td>Clock-pin slew on the worst setup and hold paths</td><td>60 ps</td></tr>
<tr><td>Insertion delay at the late pin of the worst-skew pair</td><td>330 ps</td></tr>
<tr><td>Clock tree from TritonCTS</td><td>yes</td></tr>
<tr><td>Maximum level of the CTS H-tree</td><td>3</td></tr>
<tr><td>Buffer count from post-CTS setup fixing</td><td>0</td></tr>
<tr><td>Post-CTS Hold Fix Bufs</td><td>0</td></tr>
<tr><td>TritonCTS sink count</td><td>79</td></tr>
<tr><td>Total clock buffers created by CTS</td><td>9</td></tr>
<tr><td>Count of instances resized after the clock tree is built</td><td>0</td></tr>
<tr><td>Root Buffer</td><td>sky130_fd_sc_hd__clkbuf_16</td></tr>
<tr><td>Deepest clock path buffer count</td><td>2</td></tr>
<tr><th colspan="2">Layout</th></tr>
<tr><td>Register name with the most flops</td><td>TIMING_GENERATOR.clock_count</td></tr>
<tr><td>Area of the multi-input gates</td><td>2330 µm²</td></tr>
<tr><td>Post-synthesis to final-layout area growth</td><td>13.5%</td></tr>
<tr><td>Filler cell count</td><td>1417</td></tr>
<tr><td>Post-route standard cell area excluding fillers</td><td>5190 µm²</td></tr>
<tr><td>FF+latch area</td><td>1980 µm²</td></tr>
<tr><td>Proportion of layout cells with a drive suffix above 1</td><td>14.4%</td></tr>
<tr><td>Number of cells in the finished layout apart from fillers</td><td>656</td></tr>
<tr><td>Top flop regs</td><td>TIMING_GENERATOR.clock_count x14, ALARM_CONTROLLER.present_state x7</td></tr>
<tr><td>Number of flip-flops under the largest register name</td><td>14</td></tr>
<tr><th colspan="2">Placed design</th></tr>
<tr><td>Setup slack at placement</td><td>2060 ps</td></tr>
<tr><td>Final RePlAce weighted congestion</td><td>0.845</td></tr>
<tr><td>Count of buffers from port buffering</td><td>25</td></tr>
<tr><td>DP Wirelength</td><td>6.71 mm</td></tr>
<tr><td>Area post-placement</td><td>4900 µm²</td></tr>
<tr><td>Number of placed instances, taps included</td><td>640</td></tr>
<tr><th colspan="2">Worst setup path</th></tr>
<tr><td>Worst Path Required</td><td>4320 ps</td></tr>
<tr><td>Critical path startpoint category</td><td>register</td></tr>
<tr><td>Cell-by-cell trace of the critical path</td><td>nor3_4 &gt; mux2i_1 &gt; o21ai_1 &gt; a21bo_2 &gt; clkdlybuf4s50_1</td></tr>
<tr><td>Slowest stage cell, crit path</td><td>sky130_fd_sc_hd__dfrtp_1</td></tr>
<tr><td>Slowest cell delay on critical path</td><td>620 ps</td></tr>
<tr><td>Arrival time at the worst endpoint</td><td>2600 ps</td></tr>
<tr><td>Category of the most critical setup path</td><td>register to output port</td></tr>
<tr><td>Maximum fanout along the worst path</td><td>20</td></tr>
<tr><td>Endpoint kind of the worst setup timing path</td><td>output port</td></tr>
<tr><th colspan="2">STA</th></tr>
<tr><td>Unrepaired setup endpoints after global routing</td><td>false</td></tr>
<tr><td>Setup total negative slack</td><td>0 ps</td></tr>
<tr><td>Maximum clock frequency</td><td>272 MHz</td></tr>
<tr><td>Worst setup skew after layout</td><td>6.06 ps</td></tr>
<tr><td>Clock period minus final worst setup slack</td><td>3680 ps</td></tr>
<tr><td>Slew margin rel.</td><td>45.0%</td></tr>
<tr><td>Final worst-path cycle share</td><td>68.1%</td></tr>
<tr><td>Count of pins over their slew limit</td><td>0</td></tr>
<tr><td>Tightest Pin Transition</td><td>825 ps</td></tr>
<tr><td>Total count of hold-check failures in the final report</td><td>0</td></tr>
<tr><td>Final tally of setup violations</td><td>0</td></tr>
<tr><td>Setup slack after layout</td><td>1720 ps</td></tr>
<tr><th colspan="2">Power and ir drop</th></tr>
<tr><td>Power per Cell Area</td><td>363 nW/µm²</td></tr>
<tr><td>Total leakage power</td><td>2.27 nW</td></tr>
<tr><td>Maximum VDD drop</td><td>0.194 mV</td></tr>
<tr><th colspan="2">Run</th></tr>
<tr><td>Max Cap Violations</td><td>0</td></tr>
<tr><td>Tool warning count</td><td>30</td></tr>
<tr><th colspan="2">Detailed routing</th></tr>
<tr><td>Iteration tally of the first detailed-router pass</td><td>22</td></tr>
<tr><td>Wire length reported by the detailed router</td><td>9.54 mm</td></tr>
<tr><td>Total antenna diodes in the routed design</td><td>0</td></tr>
<tr><td>Detailed-route vias per instance</td><td>4.92</td></tr>
<tr><td>Number of DRC violations after detailed-routing iteration 0</td><td>209</td></tr>
<tr><td>Antenna Nets Post-Route</td><td>0</td></tr>
<tr><td>WL/cell</td><td>14.5 µm</td></tr>
<tr><td>Routed vias</td><td>3225</td></tr>
<tr><td>Drt drc</td><td>0</td></tr>
<tr><th colspan="2">Die</th></tr>
<tr><td>Die Ht</td><td>125 µm</td></tr>
<tr><td>Standard-cell row count</td><td>44</td></tr>
<tr><td>Fp util</td><td>31.1%</td></tr>
<tr><td>Die footprint</td><td>15700 µm²</td></tr>
<tr><td>Core area</td><td>14700 µm²</td></tr>
<tr><td>Die W</td><td>125 µm</td></tr>
<tr><td>Num ports</td><td>42</td></tr>
<tr><th colspan="2">Min path</th></tr>
<tr><td>Path category of the worst min-delay check</td><td>register to register</td></tr>
</table>
[worst max-delay path: cells and delay by family, from the launching register on]
| family | cells | cell delay, ps |
|---|---|---|
| buf+inv | 1 | 440 |
| simple gates | 1 | 590 |
| compound gates | 2 | 450 |
| mux | 1 | 150 |
| flops | 1 | 620 |
[routing by layer]
metal	up-vias	wire (µm)
li1	1585	-
met1	1572	4620
met2	60	4400
met3	8	429
met4	0	95
met5	-	0
[kinds of logic (layout without fill, tap and decap cells)]
logic type | count (synthesis) | after routing | share of synthesized area (%)
and+or+nand+nor | 142 | 142 | 17.0
DFF | 79 | 79 | 43.3
AOI/OAI and AO/OA | 78 | 78 | 12.0
buffers and inverters | 59 | 67 | 6.95
muxes | 45 | 45 | 11.1
xor gates and xnor gates | 34 | 34 | 6.51
adders and majority gates | 11 | 11 | 3.01
other | 2 | 16 | 0.164
[through the flow]
step	hold slack (ps)	total power (W)	utilization [%]
finish	460	0.00189	35.3
global route	507	0.00200	35.3
CTS	466	0.00191	35.3
global placement	446	0.00132	33.4
detailed placement	457	0.00133	33.4
floorplan	433	0.00114	-
[path summary, 6_finish.rpt]
kind / startpoint / to / slack (ps) / depth (start not counted)
worst max register to register: COUNTER.current_time_ls_hr[0] / COUNTER.current_time_ms_hr[2] / 3250 / 5
min in group asynchronous: reset / TIMING_GENERATOR.clock_count[1] / 1090 / 2
worst min register to register: TIMING_GENERATOR.clock_count[0] / TIMING_GENERATOR.clock_count[0] / 460 / 1
worst max-delay path: ALARM_CONTROLLER.present_state[3] / ls_min[1] / 1720 / 5
worst min-delay path: TIMING_GENERATOR.clock_count[0] / TIMING_GENERATOR.clock_count[0] / 460 / 1
max in group asynchronous: reset / KEY_REGISTER.key_buffer_ms_hr[3] / 3210 / 3
[layout by cell type (no fill, tap or decap), types with 9 or more instances in the layout]
cell / n
sky130_fd_sc_hd__nor4b_1: 9
sky130_fd_sc_hd__inv_1: 20
sky130_fd_sc_hd__nor2_1: 38
sky130_fd_sc_hd__o31a_1: 9
sky130_fd_sc_hd__mux2_2: 31
sky130_fd_sc_hd__nand2_1: 29
sky130_fd_sc_hd__xnor2_1: 25
sky130_fd_sc_hd__mux2i_1: 10
sky130_fd_sc_hd__clkbuf_16: 9
sky130_fd_sc_hd__nand2b_1: 9
sky130_fd_sc_hd__dfrtp_1: 78
sky130_fd_sc_hd__clkdlybuf4s50_1: 25
sky130_fd_sc_hd__conb_1: 16
sky130_fd_sc_hd__nand4_1: 11
sky130_fd_sc_hd__a21oi_1: 20
sky130_fd_sc_hd__ha_1: 11
sky130_fd_sc_hd__o31ai_1: 12
sky130_fd_sc_hd__xor2_1: 9
[cell usage after synthesis (10+ instances only)]
cell	number
sky130_fd_sc_hd__xnor2_1	25
sky130_fd_sc_hd__nor2_1	38
sky130_fd_sc_hd__o31ai_1	12
sky130_fd_sc_hd__dfrtp_1	78
sky130_fd_sc_hd__inv_1	21
sky130_fd_sc_hd__ha_1	11
sky130_fd_sc_hd__buf_4	16
sky130_fd_sc_hd__mux2i_1	10
sky130_fd_sc_hd__mux2_2	31
sky130_fd_sc_hd__a21oi_1	20
sky130_fd_sc_hd__nand2_1	29
sky130_fd_sc_hd__buf_2	11
sky130_fd_sc_hd__nand4_1	11
[cell type report]
cell class                 instances  area share (%)
timing repair buffer              30            5.54
multi-input combinational        326            44.9
tap                              184            4.44
clock buffer                      12            4.94
clock inverter                     4           0.554
inverter                          21            1.52
sequential                        79            38.1
[report_power, final]
part	internal, W	switching, W	leakage [nW]
combinational	0.000277	0.000190	1.11
clock	0.000337	0.000235	0.135
sequential	0.000693	0.000154	1.03
total	0.00131	0.000578	2.27
No activity file was given, so power comes from the tool's default toggle rates.
